<file path="/design/flow/run.sh">
#!/bin/bash
# OpenROAD 26Q1-2900-gdf79404cd8, Yosys 0.63+post, stock flow scripts
make -C /OpenROAD-flow-scripts/flow DESIGN_CONFIG=/design/flow/config.mk WORK_HOME=/design/flow/orfs finish
</file>
<file path="/design/flow/config.mk">
export PLATFORM = sky130hd
export DESIGN_NAME = main
export DESIGN_NICKNAME = main
export VERILOG_FILES = /design/flow/design.v
export SDC_FILE = /design/flow/constraint.sdc
export NUM_CORES = 4
export LEC_CHECK = 1
export CORE_UTILIZATION = 50
</file>
<file path="/design/flow/constraint.sdc">
current_design main

set clk_period 6.9
set clk_io_pct 0.2

create_clock -name clk0 -period $clk_period [get_ports {sys_clk}]

set non_clock_inputs [all_inputs -no_clocks]
set_input_delay [expr $clk_period * $clk_io_pct] -clock clk0 $non_clock_inputs
set_output_delay [expr $clk_period * $clk_io_pct] -clock clk0 [all_outputs]
</file>
<file path="/design/flow/design.v">
module main(
	    input 	 sys_clk,
	    output [3:0] led);
   wire 	   clk = sys_clk;
   reg [3:0] 	   reset_cnt = 0;
   wire 	   resetn = &reset_cnt;
   always @(posedge clk)
     if (!resetn)
       reset_cnt <= reset_cnt + 1;
   wire [31:0] 	   __p_ms_sleep;
   wire 	   __start_sleep;
   wire 	   __idle_sleep;
   wire 	   __valid_sleep;
   sleep __inst_sleep(.__clk(clk),
		      .__resetn(resetn),
		      .__p_ms(__p_ms_sleep),
		      .__start(__start_sleep),
		      .__idle(__idle_sleep),
		      .__valid(__valid_sleep));
   wire [3:0] 	   __p_c_write_leds;
   wire 	   __start_write_leds;
   wire 	   __idle_write_leds;
   wire 	   __valid_write_leds;
   write_leds __inst_write_leds(.__clk(clk),
				.__resetn(resetn),
				.__p_c(__p_c_write_leds),
				.leds(led),
				.__start(__start_write_leds),
				.__idle(__idle_write_leds),
				.__valid(__valid_write_leds));
   wire 	   idle_f;
   wire 	   valid_f;
   f f_inst(.__clk(clk),
	    .__resetn(resetn),
	    .__p_c_write_leds(__p_c_write_leds),
	    .__start_write_leds(__start_write_leds),
	    .__idle_write_leds(__idle_write_leds),
	    .__valid_write_leds(__valid_write_leds),
	    .__p_ms_sleep(__p_ms_sleep),
	    .__start_sleep(__start_sleep),
	    .__idle_sleep(__idle_sleep),
	    .__valid_sleep(__valid_sleep),
	    .__start(1),
	    .__idle(idle_f),
	    .__valid(valid_f));
endmodule
module f(
  input __clk,
  input __resetn,
  output reg [3:0] __p_c_write_leds,
  output reg __start_write_leds,
  input __idle_write_leds,
  input __valid_write_leds,
  output reg [31:0] __p_ms_sleep,
  output reg __start_sleep,
  input __idle_sleep,
  input __valid_sleep,
  input __start,
  output __idle,
  output __valid);
  reg [31:0] __state;
  reg [3:0] c;
  reg [0:0] dir;
  assign __idle = (__state == 39);
  assign __valid = (__state == 40);
  always @(posedge __clk) begin
    if (!__resetn) begin
      __state <= 39;
      __start_write_leds <= 0;
      __start_sleep <= 0;
    end else begin
      case (__state)
        39 : begin
          if (__start)
            __state <= 0;
        end
        0 : begin : __block_gen17
          reg [31:0] __t_gen18;
          __t_gen18 = 32'd1;
          c <= __t_gen18[3:0];
          __state <= 1;
        end
        1 : begin : __block_gen19
          reg [31:0] __t_gen20;
          __t_gen20 = 32'd1;
          dir <= __t_gen20[0:0];
          __state <= 37;
        end
        37 : begin : __block_gen21
          __state <= 34;
        end
        34 : begin : __block_gen22
          if ((32'd1) != (32'd0))
            __state <= 35;
          else
            __state <= 36;
        end
        35 : begin : __block_gen23
          __state <= 2;
        end
        2 : begin : __block_gen24
          if ((dir) != (1'd0))
            __state <= 3;
          else
            __state <= 4;
        end
        3 : begin : __block_gen25
          __state <= 5;
        end
        5 : begin : __block_gen26
          if (({31'd0, ($signed({28'd0, (c)}) == $signed(32'd8))}) != (32'd0))
            __state <= 6;
          else
            __state <= 7;
        end
        7 : begin : __block_gen27
          __state <= 8;
        end
        8 : begin : __block_gen28
          __state <= 4;
        end
        6 : begin : __block_gen29
          __state <= 9;
        end
        9 : begin : __block_gen30
          reg [31:0] __t_gen31;
          __t_gen31 = 32'd0;
          dir <= __t_gen31[0:0];
          __state <= 21;
        end
        21 : begin : __block_gen32
          __state <= 22;
        end
        4 : begin : __block_gen33
          __state <= 13;
        end
        13 : begin : __block_gen34
          if (({31'd0, (dir)}) != (32'd0))
            __state <= 14;
          else
            __state <= 15;
        end
        15 : begin : __block_gen35
          __state <= 16;
        end
        16 : begin : __block_gen36
          if (({31'd0, ($signed({28'd0, (c)}) == $signed(32'd1))}) != (32'd0))
            __state <= 17;
          else
            __state <= 18;
        end
        18 : begin : __block_gen37
          __state <= 19;
        end
        19 : begin : __block_gen38
          __state <= 14;
        end
        17 : begin : __block_gen39
          __state <= 20;
        end
        20 : begin : __block_gen40
          reg [31:0] __t_gen41;
          __t_gen41 = 32'd1;
          dir <= __t_gen41[0:0];
          __state <= 14;
        end
        14 : begin : __block_gen42
          __state <= 22;
        end
        22 : begin : __block_gen43
          __state <= 25;
        end
        25 : begin : __block_gen44
          if ((dir) != (1'd0))
            __state <= 26;
          else
            __state <= 27;
        end
        26 : begin : __block_gen45
          __state <= 23;
        end
        23 : begin : __block_gen46
          reg [31:0] __t_gen47;
          reg [31:0] __t_gen48;
          __t_gen48 = {28'd0, (c)};
          __t_gen47 = {__t_gen48[30:0], 1'd0};
          c <= __t_gen47[3:0];
          __state <= 28;
        end
        28 : begin : __block_gen49
          __state <= 29;
        end
        27 : begin : __block_gen50
          __state <= 24;
        end
        24 : begin : __block_gen51
          reg [31:0] __t_gen52;
          reg [31:0] __t_gen53;
          __t_gen53 = {28'd0, (c)};
          __t_gen52 = {{1{__t_gen53[31]}}, __t_gen53[31:1]};
          c <= __t_gen52[3:0];
          __state <= 29;
        end
        29 : begin : __block_gen54
          __state <= 31;
        end
        31 : begin : __block_gen55
          __p_c_write_leds <= c;
          __start_write_leds <= 1;
          __state <= 41;
        end
        41 : begin
          __start_write_leds <= 0;
          if (__valid_write_leds) begin
            __state <= 33;
          end
        end
        33 : begin : __block_gen56
          __p_ms_sleep <= 32'd1000;
          __start_sleep <= 1;
          __state <= 42;
        end
        42 : begin
          __start_sleep <= 0;
          if (__valid_sleep) begin
            __state <= 38;
          end
        end
        38 : begin : __block_gen57
          __state <= 37;
        end
        36 : begin : __block_gen58
          __state <= 40;
        end
        40 : begin
          __state <= 39;
        end
      endcase
    end
  end
endmodule
module sleep(
             input 	  __clk,
             input 	  __resetn,
             input [31:0] __p_ms,
             input 	  __start,
             output reg   __valid,
             output reg   __idle);
   parameter CLK_FREQ = 100000000;
   parameter DIVISOR = CLK_FREQ / 1000;
   reg [31:0]             ms;
   reg [31:0]             clk_counter;
   reg [31:0]             ms_counter;
   always @(posedge __clk) begin
      if (!__resetn) begin
         __valid <= 0;
         __idle <= 1;
      end else begin
         if (__valid) begin
            __valid <= 0;
            __idle <= 1;
         end else if (__idle) begin
            if (__start) begin
               clk_counter <= 0;
               ms_counter <= 0;
               __idle <= 0;
               if (__p_ms == 0) begin
                 __valid <= 1;
               end
               ms <= __p_ms - 1;
            end
         end else begin
            if (clk_counter == (DIVISOR - 1)) begin
               clk_counter <= 0;
               if (ms_counter == ms)
                 __valid <= 1;
               else
                 ms_counter <= ms_counter + 1;
            end else
              clk_counter <= clk_counter + 1;
         end
      end
   end
endmodule
module write_leds(
		  input 	   __clk,
		  input 	   __resetn,
		  input [3:0] 	   __p_c,
		  output reg [3:0] leds,
		  input 	   __start,
		  output reg 	   __valid,
		  output reg 	   __idle);
   always @(posedge __clk) begin
      if (!__resetn) begin
	 __valid <= 0;
	 __idle <= 1;
	 leds <= 0;
      end else begin
	 if (__valid) begin
	    __valid <= 0;
	    __idle <= 1;
	 end else if (__idle) begin
	    if (__start) begin
	       __valid <= 1;
	       __idle <= 0;
	       leds <= __p_c;
	    end
	 end
      end
   end
endmodule  
</file>
==> results.cfg <==
; implementation run metrics
[run_status]
status = finished clean

[drt]
diodes = 0
via_per_inst = 5.81
routed_wl_um = 10600
dr.pass1.iters = 5
drtAntennaViolNets = 0
drc = 0
wire_per_inst_um = 15.8
drt_iter0_drc = 248
vias = 3917

[clock_network]
cts_tree = built
cts_htree_levels = 3
cts_sinks = 93
cts_made_buffers = 9
clk_latency_ns = 0.37
path_clk_slew_ns = 0.09
cts_resized = 0
root_buffer = clkbuf_8
postCtsSetupRepairBufs = 0
cts_hold_buf = 0
clockBufferDepth = 2

[sta]
fin_tns_setup_ns = 0
period_minus_slack_ns = 3.03
rsz0062_at_grt = no
maxSlewViolCount = 0
setup_slack_ns = 3.87
fmax_mhz = 330
finalClockSkew_ns = 0.00984
max_slew_margin_pct = 39.0
setup_viol = 0
worst_pin_slew_ns = 0.902
final.period_utilization_pct = 43.9
hold_violations = 0

[worst_setup_path]
worstPathMaxFanout = 32
r2r-end = __inst_sleep.ms_counter[2]
r2r_start = reset_cnt[0]
slowest_stage = and3_1
slowest_delay_ns = 0.58
cp.required_ns = 6.93
end_kind = register
crit_path_cell_trace = ha_1 > and3_1 > inv_1 > nor2_1 > o21ai_0 > nor3b_4 > buf_4
ff2ff_path_depth = 7
worstPathArrival_ns = 3.06
r2r_slack_ns = 3.87
setup.worst_path.class = register to register
cp-start-kind = register

[power]
powerDensity_mw_per_mm2 = 161
p_leak_nw = 2.10
peakVddDrop_mv = 0.168

[global_routing]
grt_pass1_wl_um = 18100
grt_max_degree = 36
grt_overflow = 0
grt_pass1_vias = 3681
antenna_found_initial = 0
globalRouteTotalUtil_pct = 21.5

[floorplanning]
floorplanUtilization_pct = 51.9
die_w_um = 106
die_h_um = 106
num_rows = 37
ioPinCount = 5
die_area_mm2 = 0.0112
core_area_mm2 = 0.0104

[logic_synthesis]
flop_cell = edfxtp_1
syn_area_per_cell_um2 = 10.0
ys_ff = 93
synth.distinct_cells = 63
async_reset_ff_share_pct = 0
synth-edff-count = 77
top_area_share_pct = 42.9
top_cells_by_area = edfxtp_1 (43%), xor2_1 (7.0%), dfxtp_1 (5.9%)
yosys_warnings = 5
synth_top_cell_by_area = edfxtp_1
ys_seq_share_pct = 48.9
syn-cell-area_mm2 = 0.00539
syn_inst = 536
ys_cells = 536
yosysChipArea_mm2 = 0.00539

[place]
place_congestion = 0.921
place_hpwl_um = 6960
place_ws_ns = 3.87
port_buffers = 4
placedCellCount = 658

[worst_hold_path]
hp-class = register to register
hold_path_depth = 2
min_from = f_inst.__start_sleep
hold_end = f_inst.__start_sleep

[layout]
mostFrequentLayoutCell = nor2_1
drive_gt1_share_pct = 7.25
areaGrowthSynthToFinish_pct = 5.51
instances_no_fill = 674
n_fill_cell = 917
most-common-layout-cells = nor2_1 (84), edfxtp_1 (77), xor2_1 (43)

[run]
tool_warnings = 25
maxCapViolCount = 0
==> cells by family after synthesis <==
family                   synth area share [%]
AND-OR/OR-AND                            6.65
XOR/XNOR                                 9.76
adder cells (fa/ha/maj)                 0.697
buffers and inverters                    3.39
flip-flops                               48.9
multiplexers                            0.744
AND/OR/NAND/NOR                          29.9
==> registers in the layout, indices dropped and copies added, names as in the netlist <==
register / flops
__inst_sleep.__idle: 1
__inst_sleep.__valid: 1
__inst_sleep.clk_counter: 32
__inst_sleep.ms_counter: 32
__inst_write_leds.__idle: 1
__inst_write_leds.__valid: 1
__inst_write_leds.leds: 4
f_inst.__p_c_write_leds: 4
f_inst.__start_sleep: 1
f_inst.__start_write_leds: 1
f_inst.__state: 6
f_inst.c: 4
f_inst.dir: 1
reset_cnt: 4
==> where the power goes <==
group	internal, W	leakage, nW	switching, W
Sequential	0.000598	1.02	0
Combinational	0	0.997	0
Clock	0.000128	0.0805	0.000191
==> per-stage QoR <==
stage	hold slack, ns	utilization [%]	total power [W]	area [µm²]
floorplan	0.433	-	0.000611	5390
finish	0.469	54.8	0.000917	5680
global placement	0.453	53.2	0.000611	5520
global route	0.516	54.8	0.000954	5680
CTS	0.471	54.8	0.000932	5680
detailed placement	0.457	53.2	0.000611	5520
==> cell usage after synthesis, types with 10 or more instances <==
| cell type | count |
|---|---|
| nor4_1 | 10 |
| nor3_1 | 13 |
| xnor2_1 | 17 |
| a21oi_1 | 15 |
| xor2_1 | 43 |
| nor2_1 | 84 |
| dfxtp_1 | 16 |
| nand3_1 | 31 |
| and3_1 | 15 |
| nand4_1 | 27 |
| nand2_1 | 40 |
| edfxtp_1 | 77 |
| inv_1 | 12 |
==> worst max-delay path, delay by kind of cell, from the launching register on <==
| family | cells | cell delay, ns |
|---|---|---|
| compound gates | 1 | 0.22 |
| fa+ha+maj | 1 | 0.19 |
| buf+inv | 2 | 0.84 |
| flops | 1 | 0.40 |
| simple gates | 3 | 1.03 |
==> worst max path at each step <==
stage	from	to	slack, ns	depth (start not counted)
after CTS	reset_cnt[0]	__inst_sleep.ms_counter[21]	3.85	7
final	reset_cnt[0]	__inst_sleep.ms_counter[2]	3.87	7
after global routing	reset_cnt[0]	__inst_sleep.ms_counter[31]	3.55	7
==> cell type report <==
class	count	area [µm²]	share of cell area, %
clock buffer	9	124	2.18
clock inverter	7	41.3	0.727
inverter	12	45.0	0.793
multi-input combinational	406	2580	45.3
sequential	93	2630	46.3
tap	136	170	2.99
timing repair buffer	11	92.6	1.63
==> metal layers <==
metal / part of all wire, % / GRT usage (%) / vias up
li1: - / - / 1970
met1: 49 / 38.2 / 1853
met2: 45 / 30.7 / 87
met3: 5.0 / 4.16 / 7
met4: 0.90 / 2.08 / 0
met5: 0 / 0 / -
No activity file was given, so power comes from the tool's default toggle rates.
